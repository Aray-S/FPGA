$ cat config.mk
export PLATFORM = sky130hd
export DESIGN_NAME = GPRs
export DESIGN_NICKNAME = GPRs
export VERILOG_FILES = /design/flow/design.v
export SDC_FILE = /design/flow/constraint.sdc
export NUM_CORES = 4
export LEC_CHECK = 1
export CORE_UTILIZATION = 40
$ cat constraint.sdc
current_design GPRs

set clk_period 4.4
set clk_io_pct 0.2

create_clock -name clk0 -period $clk_period [get_ports {clk}]

set non_clock_inputs [all_inputs -no_clocks]
set_input_delay [expr $clk_period * $clk_io_pct] -clock clk0 $non_clock_inputs
set_output_delay [expr $clk_period * $clk_io_pct] -clock clk0 [all_outputs]
$ cat design.v
`timescale 1ns / 1ps
module GPRs(
 input    clk,
 input    reg_write_en,
 input  [2:0] reg_write_dest,
 input  [15:0] reg_write_data,
 input  [2:0] reg_read_addr_1,
 output  [15:0] reg_read_data_1,
 input  [2:0] reg_read_addr_2,
 output  [15:0] reg_read_data_2
);
 reg [15:0] reg_array [7:0];
 integer i;
 initial begin
  for(i=0;i<8;i=i+1)
   reg_array[i] <= 16'd0;
 end
 always @ (posedge clk ) begin
   if(reg_write_en) begin
    reg_array[reg_write_dest] <= reg_write_data;
   end
 end
 assign reg_read_data_1 = reg_array[reg_read_addr_1];
 assign reg_read_data_2 = reg_array[reg_read_addr_2];
endmodule
$ cat run.sh
#!/bin/bash
# OpenROAD 26Q1-2900-gdf79404cd8, Yosys 0.63+post, stock flow scripts
make -C /OpenROAD-flow-scripts/flow DESIGN_CONFIG=/design/flow/config.mk WORK_HOME=/design/flow/orfs finish
==> metrics.csv <==
stage,metric,value,unit
synth,synth_seq_share,0.636,
hold_path,hold_path.class,in2reg,
grt,grt_max_degree,33,
placed_design,numPortBuffers,58,
synth,top_area_frac,0.636,
final_timing,hold_viol,0,
route,finalWirelength,11.6,mm
final_layout,top_regs,reg_array: 128 flops,
final_layout,stdcell_count,522,
synth,ys_ff,128,
worst_setup_path,slowest_stage,clkdlybuf4s50_1,
final_layout,regMostFlops,reg_array,
clocking,cts-root-buf,clkbuf_16,
worst_setup_path,critPathMaxStageDelay,0.46,ns
power,leakagePower,2.53,nW
route,avgViaCountPerCell,5.62,
worst_setup_path,path_cells,clkdlybuf4s50_1 > buf_4 > mux4_1 > mux2_2 > clkdlybuf4s50_1,
worst_setup_path,startpoint_type,input port,
final_layout,nFillCells,1146,
route,first_pass_iters,20,
synth,yosys_warnings,1,
grt,grtUsageTotal,0.169,
final_timing,fin_crit_sh,0.846,
route,vias,2932,
worst_setup_path,cpMostUsedCell,clkdlybuf4s50_1,
final_timing,fin_ws,0.678,ns
final_timing,slew_headroom,0.583,
route,wl_per_cell,22.3,um
final_layout,drive_above_1_share,0.240,
final_layout,area_growth_syn_to_layout,22.6,%
worst_setup_path,crit_required,3.52,ns
route,ant_nets,0,
synth,yosys_area,6040,um^2
placed_design,dpl_worst_slack,0.655,ns
route,insertedDiodeCount,0,
power,power_density,402,nW/um^2
grt,antenna_found_initial,0,
power,max-vdd-ir-drop,0.189,mV
synth,top_cell,edfxtp_1,
floorplanning,chip_area,15600,um^2
synth,synth-main-ff-cell,edfxtp_1,
final_timing,period_minus_slack,3.72,ns
synth,edf_count,128,
synth,topCellsByArea,"edfxtp_1 64%, mux4_1 24%, mux2_2 6.0%",
placed_design,dp_cells,493,
floorplanning,die_x,125,um
worst_setup_path,end_kind,output port,
final_layout,largest_register_ffs,128,
hold_path,min_path_cells,1,
run,warnings,25,
floorplanning,die_y,125,um
clocking,cts-resized-gates,0,
floorplanning,rows,44,
grt,overflow,0,
grt,grt_pass1_wl,17.5,mm
final_timing,slew_violations,0,
clocking,cts_setup_buffers,0,
clocking,path_clk_slew,0.05,ns
synth,top_area_cell,edfxtp_1,
synth,async_reset_ff_frac,0,
floorplanning,core,14600,um^2
clocking,numCtsBuffers,17,
worst_setup_path,critPathMaxFanout,32,
final_timing,rsz0062_at_grt,false,
clocking,cts_sinks,128,
final_timing,tightest_slew,0.623,ns
worst_setup_path,arrival,2.84,ns
floorplanning,fp_util,0.413,
run_status,status,"complete, no violations",
final_timing,max_freq,0.269,GHz
synth,common_cells,"128 x edfxtp_1, 56 x mux4_1, 32 x mux2_2",
synth,ys_types,12,
worst_setup_path,critPathKind,in2out,
clocking,tritoncts,done,
final_timing,setup_viol,0,
route,drt_iter0_drc,130,
clocking,ctsHoldBuffers,0,
synth,ys_cells,255,
synth,synth_area_per_cell,23.7,um^2
clocking,htreeDepth,4,
final_timing,tns,0,ns
synth,synth_area,6040,um^2
run,drv_cap,0,
placed_design,hpwl,6.57,mm
placed_design,gp_congestion,0.754,
final_layout,fin_util,0.506,
clocking,clockBufferDepth,2,
grt,grt_pass1_vias,3169,
synth,syn_inst,255,
floorplanning,io_pins,59,
route,drc,0,
==> path summary, 6_finish.rpt <==
check                              start            endpoint  slack [ns]
worst max-delay path  reg_read_addr_2[2]  reg_read_data_2[8]        0.68
worst min-delay path   reg_write_data[1]     reg_array[3][1]        1.21
==> cells by family after synthesis <==
kind of cell           Yosys count  synth area share
AND/OR/NAND/NOR                 13           0.00973
multiplexers                    96             0.333
buffers and inverters           18            0.0215
flip-flops                     128             0.636
==> layer usage <==
metal  routed length, um  vias up  share of wire  track usage
met1                4550     1483           0.39        0.233
met5                   0        -              0            0
met4                  99        0         0.0085       0.0194
met2                5800      125           0.50        0.265
li1                    -     1318              -            -
met3                1180        6           0.10       0.0942
==> power breakdown <==
part | internal [mW] | switching, mW | leakage [nW]
sequential | 1.39 | 0.0128 | 1.16
clock | 0.865 | 0.446 | 0.273
combinational | 0.171 | 0.100 | 1.10
total | 2.42 | 0.559 | 2.53
==> critical path: cells and delay by family <==
kind | cells | cell delay [ns]
buf+inv | 3 | 1.28
mux | 2 | 0.66
==> cells in the final DEF, fill, tap and decap left out, drive strengths merged <==
master,Yosys,final
edfxtp,128,128
mux4,64,64
clkdlybuf4s50,0,56
mux2,32,32
clkbuf,4,18
buf,14,16
clkinv,0,8
nor2,6,6
nand2b,3,3
bufinv,0,3
nand2,2,2
nor3,2,2
==> stage by stage <==
stage | hold WS, ns | area (um^2) | power, mW
4_1_cts | 1.20 | 7410 | 3.01
6_report | 1.21 | 7410 | 2.98
3_3_place_gp | 1.61 | 6860 | 1.70
3_5_place_dp | 1.62 | 6860 | 1.70
2_1_floorplan | 0.979 | 6040 | 1.56
5_1_grt | 1.23 | 7410 | 3.08
==> final cells by class <==
cell class / count / area [um^2] / area share
Sequential cell: 128 / 3840 / 0.519
Multi-Input combinational cell: 109 / 2080 / 0.281
Tap cell: 184 / 230 / 0.0311
Timing Repair Buffer: 72 / 701 / 0.0946
Clock buffer: 18 / 429 / 0.0579
Clock inverter: 11 / 124 / 0.0167
Power is estimated from default activity; no workload was simulated.
