### flow/design.v
module Instruction_Memory (
 input[15:0] pc,
 output[15:0] instruction
);
 reg [16 - 1:0] memory [15 - 1:0];
 wire [3 : 0] rom_addr = pc[4 : 1];
 initial
 begin
 memory [0] = 16'b0100010001000010;   
 memory [1] = 16'b0100010011000001;   
 memory [2] = 16'b0100010100000011;  
 memory [3] = 16'b0100010101000100;  
 memory [4] = 16'b0000000000000000;  
 memory [5] = 16'b1000001011001000;  
 memory [6] = 16'b1010001011011000;  
 memory [7] = 16'b1010000100000000;  
 memory [8] = 16'b1110000101111100;  
 memory [9] = 16'b0010001000000000;  
 end
 assign instruction =  memory[rom_addr]; 
endmodule
### flow/run.sh
#!/bin/bash
# OpenROAD 26Q1-2900-gdf79404cd8, Yosys 0.63+post, stock flow scripts
make -C /OpenROAD-flow-scripts/flow DESIGN_CONFIG=/design/flow/config.mk WORK_HOME=/design/flow/orfs finish
### flow/config.mk
export PLATFORM = sky130hd
export DESIGN_NAME = Instruction_Memory
export DESIGN_NICKNAME = Instruction_Memory
export VERILOG_FILES = /design/flow/design.v
export SDC_FILE = /design/flow/constraint.sdc
export NUM_CORES = 4
export LEC_CHECK = 1
export CORE_AREA = 10 10 70 70
export DIE_AREA = 0 0 80 80
### flow/constraint.sdc
current_design Instruction_Memory

set clk_period 1.1
set clk_io_pct 0.2

create_clock -name clk0 -period $clk_period

set non_clock_inputs [all_inputs -no_clocks]
set_input_delay [expr $clk_period * $clk_io_pct] -clock clk0 $non_clock_inputs
set_output_delay [expr $clk_period * $clk_io_pct] -clock clk0 [all_outputs]
==> ci_impl_report.md <==
### Yosys + OpenROAD results

| Metric | Value |
|---|---|
| Most area-hungry cell type in the Yosys netlist | `sky130_fd_sc_hd__ha_1` |
| Fraction of the cycle the final worst path needs | `122.1%` |
| Maximum achievable frequency | `roughly 0.74 GHz` |
| Final weighted congestion in routability-driven placement | `about 0.8` |
| P per Cell Area | `about 340 mW/mm2` |
| Placement Cell Area | `around 530 um2` |
| Wire length on met2 | `572 um` |
| Worst path arrival time | `~1.1 ns` |
| Fraction of final layout cells sized beyond drive strength 1 | `between 60% and 70%` |
| Number of warning messages in the logs | `49` |
| Sequential-to-total area share from yosys stat | `0%` |
| Wirelength per Cell | `10.04 um` |
| Number of clock-tree buffers in the layout | `0` |
| Total half-perimeter wirelength after legalization and detailed placement | `between 800 and 900 um` |
| Post-layout instance area | `roughly 670 um2` |
| Placeable core area | `0.003416 mm2` |
| Number of endpoints failing setup at the final stage | `9` |
| Worst hold path class | `input pin to output pin` |
| Area used by sequential logic in the layout | `0 um2` |
| Category of the worst setup path launch point | `input pin` |
| Violated checks | `negative setup slack` |
| Total number of placement rows | `21` |
| Number of buffer cells added on primary ports | `18` |
| P_sw | `around 0.083 mW` |
| Count of nets left with antenna violations after detail routing | `0` |
| Vias after detailed routing | `around 350` |
| Cells in synth_stat.txt | `34` |
| Most numerous cell in the Yosys netlist | `sky130_fd_sc_hd__ha_1` |
| Power Internal | `about 0.14 mW` |
| Wire length of the first global-routing pass | `between 1.5 and 2 mm` |
| Run status | `finished, violations left` |
| Detailed-route wire length | `between 1 and 1.5 mm` |
| Data required time at the worst endpoint | `0.88 ns` |
| Uppermost layer routed | `met3` |
| Static leakage | `between 0.3 and 0.4 nW` |
| Grt total ovfl | `0` |
| Biggest area cells | `sky130_fd_sc_hd__ha_1 21%, sky130_fd_sc_hd__a21o_1 9.3%, sky130_fd_sc_hd__buf_4 6.2%, sky130_fd_sc_hd__mux2_4 6.2%, sky130_fd_sc_hd__o21a_1 6.2%` |
| Final sequential cell count | `0` |
| Total length of routed met3 wires | `about 73 um` |
| Area of combinational cells with multiple inputs | `~280 um2` |
| Commonest cells post-synth | `4 x sky130_fd_sc_hd__ha_1, 3 x sky130_fd_sc_hd__a21o_1, 3 x sky130_fd_sc_hd__inv_1, 3 x sky130_fd_sc_hd__nand2_1` |
| Cell total after placement | `approximately 110` |
| Number of design-rule violations left by the first detailed-router iteration | `23` |
| Setup ws final | `-0.2431 ns` |
| Number of primary I/O pins | `32` |
| Area share, top type | `roughly a fifth` |
| Worst Setup Path Type | `input pin to output pin` |
| Maximum number of pins on one net before global-route repair | `9` |
| Unrepaired setup endpoints after global routing | `yes` |
| Cell area after technology mapping | `between 200 and 250 um2` |
| Mean post-synth cell area | `around 7 um2` |
| Total number of yosys warnings | `1` |
| Starting Density | `7.106%` |
| Clock period minus final worst setup slack | `around 1.3 ns` |
| Diode insertion count for antenna repair | `0` |
| Count of unique library cells instantiated by Yosys | `21` |
| Proportion of power drawn by flip-flops and latches | `0%` |
| Die footprint | `between 0.006 and 0.007 mm2` |
| Met1 Wirelength | `a little under 500 um` |
| Category of the worst setup path capture point | `output pin` |
| Final worst hold slack | `~0.7 ns` |
| Number of hold-slack violations in the final timing report | `0` |
| Highest net fanout along the worst path | `4` |
| Horizontal die dimension | `~80 um` |
| Vias in the first global route | `roughly 360` |
| Post-route DRC violation count | `0` |
| Switching portion of total power | `around 37%` |
| Combinational power share | `100.0%` |
| Max-cap viol count | `0` |
| Vertical die dimension | `roughly 80 um` |
| Total Routing Usage GR | `between 3 and 4%` |
| Fin cells | `around 110` |
| Fraction of power consumed by the clock network | `0%` |
| Maximum vdd drop | `0.05207 mV` |
| Synthesized instance count | `34` |
| Tally of filler cells in the layout | `approximately 370` |
| Synthesis-to-layout area growth | `175.3%` |
| Detailed-router iteration count before antenna repair | `3` |
| Yosys synthesis chip area | `about 240 um2` |
| Total count of max-transition violations in the final report | `0` |
| Antenna violations before repair | `0` |
| Drt via density | `3.026` |
| # hold bufs at CTS | `0` |
final timing paths:
path | cells past startpoint | start | end
max | 6 | pc[1] | instruction[8]
min | 3 | pc[4] | instruction[6]
worst max-delay path, stage by stage:
cell and delay [ns]:
sky130_fd_sc_hd__buf_8 0.10, sky130_fd_sc_hd__buf_6 0.12, sky130_fd_sc_hd__ha_4 0.15, sky130_fd_sc_hd__mux2_4 0.25, sky130_fd_sc_hd__o21a_1 0.17, sky130_fd_sc_hd__buf_2 0.11
cell usage in the layout, fill, tap and decap left out:
| master | netlist | layout |
|---|---|---|
| sky130_fd_sc_hd__buf_4 | 2 | 13 |
| sky130_fd_sc_hd__buf_2 | 1 | 10 |
| sky130_fd_sc_hd__buf_6 | 1 | 7 |
| sky130_fd_sc_hd__ha_4 | 0 | 4 |
| sky130_fd_sc_hd__dlygate4sd2_1 | 0 | 4 |
| sky130_fd_sc_hd__a21o_1 | 3 | 3 |
| sky130_fd_sc_hd__nand2_1 | 3 | 2 |
| sky130_fd_sc_hd__o21a_1 | 2 | 2 |
| sky130_fd_sc_hd__inv_4 | 0 | 2 |
| sky130_fd_sc_hd__conb_1 | 1 | 2 |
| sky130_fd_sc_hd__buf_8 | 0 | 2 |
| sky130_fd_sc_hd__inv_6 | 0 | 1 |
| sky130_fd_sc_hd__mux2_4 | 1 | 1 |
| sky130_fd_sc_hd__mux2i_1 | 1 | 1 |
| sky130_fd_sc_hd__nor2_1 | 2 | 1 |
| sky130_fd_sc_hd__nor2b_1 | 2 | 1 |
| sky130_fd_sc_hd__and2b_1 | 1 | 1 |
| sky130_fd_sc_hd__nand2b_4 | 0 | 1 |
| sky130_fd_sc_hd__o31ai_1 | 1 | 1 |
| sky130_fd_sc_hd__nor2b_2 | 0 | 1 |
| sky130_fd_sc_hd__nand3b_1 | 1 | 1 |
| sky130_fd_sc_hd__nor2_4 | 0 | 1 |
| sky130_fd_sc_hd__and2_1 | 1 | 1 |
| sky130_fd_sc_hd__a21oi_1 | 1 | 1 |
| sky130_fd_sc_hd__or2b_1 | 1 | 1 |
| sky130_fd_sc_hd__o21ai_2 | 0 | 1 |
| sky130_fd_sc_hd__nand2_2 | 0 | 1 |
| sky130_fd_sc_hd__buf_12 | 0 | 1 |
cell families after synthesis:
kind of cell / Yosys count / synth area share (%)
AOI/OAI and AO/OA: 8 / 22.68
adders and majority gates: 4 / 20.62
buffers and inverters: 7 / 17.52
muxes: 2 / 10.31
other: 1 / 1.545
and+or+nand+nor: 12 / 27.33
power groups by stage:
stage | logic [mW] | registers, mW | clock network (mW)
final | 0.224 | 0 | 0
after global routing | 0.248 | 0 | 0
after CTS | 0.215 | 0 | 0
what timing repair did:
action | CTS | global route
pin swaps | 11 | 6
setup buffers | 9 | 1
gates cloned | 0 | 0
endpoints found under the setup margin | 14 | 10
gates resized | 82 | 6
per-stage QoR:
| stage | setup slack, ns | total power [mW] | util (%) | TNS [ns] |
|---|---|---|---|---|
| 3_5_place_dp | -0.9948 | 0.1834 | 15.46 | -11.70 |
| 2_1_floorplan | 0.08717 | 0.06253 | - | 0 |
| 6_report | -0.2431 | 0.2244 | 19.56 | -1.344 |
| 3_3_place_gp | -1.003 | 0.1839 | 15.46 | -11.70 |
| 5_1_grt | -0.2685 | 0.2478 | 19.56 | -1.693 |
| 4_1_cts | -0.2450 | 0.2151 | 18.83 | -1.338 |
final cells by class:
cell class                 count  area share [%]
timing repair buffer          37           46.63
tap                           46           8.614
inverter                       3           3.184
multi-input combinational     28           41.57
metal layers:
| metal | vias up | GRT usage [%] |
|---|---|---|
| met2 | 12 | 6.260 |
| li1 | 176 | - |
| met3 | 0 | 0.6818 |
| met1 | 157 | 4.021 |
| met5 | - | 0 |
| met4 | 0 | 0 |
No activity file was given, so power comes from the tool's default toggle rates.
