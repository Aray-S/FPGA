==> design/flow/design.v <==
module ALU(
 input  [15:0] a,   
 input  [15:0] b,   
 input  [2:0] alu_control,  
 output reg [15:0] result,   
 output zero
    );
always @(*)
begin 
 case(alu_control)
 3'b000: result = a + b;  
 3'b001: result = a - b;  
 3'b010: result = ~a;
 3'b011: result = a<<b;
 3'b100: result = a>>b;
 3'b101: result = a & b;  
 3'b110: result = a | b;  
 3'b111: begin if (a<b) result = 16'd1;
    else result = 16'd0;
    end
 default:result = a + b;  
 endcase
end
assign zero = (result==16'd0) ? 1'b1: 1'b0;
endmodule
==> design/flow/run.sh <==
#!/bin/bash
# OpenROAD 26Q1-2900-gdf79404cd8, Yosys 0.63+post, stock flow scripts
make -C /OpenROAD-flow-scripts/flow DESIGN_CONFIG=/design/flow/config.mk WORK_HOME=/design/flow/orfs finish
==> design/flow/config.mk <==
export PLATFORM = sky130hd
export DESIGN_NAME = ALU
export DESIGN_NICKNAME = ALU
export VERILOG_FILES = /design/flow/design.v
export SDC_FILE = /design/flow/constraint.sdc
export NUM_CORES = 4
export LEC_CHECK = 1
export CORE_UTILIZATION = 50
==> design/flow/constraint.sdc <==
current_design ALU

set clk_period 7.8
set clk_io_pct 0.2

create_clock -name clk0 -period $clk_period

set non_clock_inputs [all_inputs -no_clocks]
set_input_delay [expr $clk_period * $clk_io_pct] -clock clk0 $non_clock_inputs
set_output_delay [expr $clk_period * $clk_io_pct] -clock clk0 [all_outputs]
==> flow_summary.toml <==
# generated from flow reports
[critical_path]
cp-end-kind = "output port"
max_stage_delay_ns = 0.58
crit_chain = "clkdlybuf4s50_1 > inv_1 > ha_1 > fa_1 > or2_1 > a22oi_1 > xnor2_1 > a221o_1 > o32a_1 > nor3_1 > nor3b_2 > nand3_1 > nor4_2 > clkdlybuf4s50_1"
startpoint_type = "primary input"
cp_slowest_cell = "clkdlybuf4s50_1"
crit_fanout = 6
crit_end = "zero"
criticalPathCategory = "primary input to output port"
critPathTopFamily = "buffers and inverters"
crit_required_ns = 6.24
critical_path_buf_inv_count = 3
cp-startpoint = "a[0]"
cpMostUsedCell = "clkdlybuf4s50_1"
crit_cells = 14
worst_ep_arrival_time_ns = 5.54

[logic_synthesis]
synth_cell_type_count = 79
yosysTopAreaCell = "ha_1"
syn_area_um2 = 4090
synth.avg_cell_area_um2 = 7.39
ys_cells = 554
ys_seq_share_pct = 0
yosys_warnings = 1
yosys-top-cells-area = "ha_1 15%, mux2i_1 11%, mux4_2 5.0%"
yosys.area.top_type_share_pct = 14.7
yosys_area_um2 = 4090
common_cells = "48 x ha_1, 48 x inv_1, 45 x mux2i_1"
synthCells = 554

[drt]
diodes = 0
firstDrtPassIters = 5
drt_iter0_markers = 559
drc_errors = 0
drtAntennaViolNets = 0
viasPerCell = 6.82
totalWireLength_um = 14700
via_count = 4662
avgRoutedWirePerCell_um = 21.5

[timing]
relSlewSlack_pct = 37.1
setup_violations = 0
fin_tns_setup_ns = 0
rsz0062_at_grt = "no"
worst_slew_pin_slew_ns = 0.934
fmax_mhz = 141
post-route-min-period_ns = 7.10
drv_slew = 0
finalHoldViolations = 0
finalClockPeriodUsage_pct = 91.0

[cells_and_area]
fill_cells = 738
flops = 0
seq_area_um2 = 0
clkbuf_count = 0
comb_area_um2 = 3680
area_delta_synth_final_pct = 12.6
drive_gt1_share_pct = 7.56

[floorplan]
chip_area_um2 = 8550
coreArea_um2 = 7810
fp.dieW_um = 92.5
fp_util_pct = 52.4
rows = 32
die_h_um = 92.5
io_pins = 52

[placement]
io_buffers = 52
post-dp-hpwl_um = 11700
globalplace.congestion = 1.05

[global_route]
antenna_found_initial = 0
track_usage_pct = 36.0
overflow = 0
grt_pass1_vias = 4248
grt_max_degree = 36
grt_pass1_wl_um = 23500

[power]
power_density_nw_per_um2 = 68.4
p_total_mw = 0.315
vdd_drop_max_mv = 0.0442
p_leak_nw = 1.93

[status]
status = "complete, no violations"

[hold_path]
hp-start = "b[1]"
hp-class = "primary input to output port"

[clock_tree]
post_cts_buffers = 0
ctsHoldBuffers = 0
cts_resized = 0

[flow_run]
maxCapViolCount = 0
warnings = 65
-- cell families after synthesis --
family	after synthesis	synth area share (%)
xor+xnor	10	2.14
simple gates	186	24.2
fa+ha+maj	50	15.7
buf+inv	85	9.94
mux	62	19.4
compound gates	161	28.7
-- area by class of cell --
type | count | area share, %
Multi-Input combinational cell | 469 | 80.0
Tap cell | 102 | 2.77
Inverter | 48 | 3.91
Timing Repair Buffer | 65 | 13.3
-- worst min-delay path by stage --
| stage | end | slack, ns | cells after the start |
|---|---|---|---|
| final | result[1] | 4.19 | 5 |
| after global routing | result[1] | 4.24 | 5 |
| after CTS | result[1] | 4.17 | 5 |
-- where the power goes --
part | internal, mW | switching, mW
clock network | 0 | 0
logic | 0.140 | 0.175
registers | 0 | 0
total | 0.140 | 0.175
-- cell usage in the layout, fill, tap and decap left out, types with 7 or more instances in the layout --
cell type,n
a21oi_1,28
clkdlybuf4s50_1,51
a22oi_1,8
nor3_1,17
nand2_1,40
mux2i_1,45
nor4_1,11
mux4_2,9
xnor2_1,8
nor2b_1,11
nand3_1,15
nor2_1,40
o211ai_1,7
ha_1,48
inv_1,48
buf_4,13
or3_1,8
o21ai_0,26
-- metal layers --
| metal | wire length [um] | share of wire (%) | vias to the layer above | global-route usage [%] |
|---|---|---|---|---|
| met2 | 6360 | 43 | 288 | 53.1 |
| met1 | 6310 | 43 | 2166 | 54.6 |
| li1 | - | - | 2169 | - |
| met5 | 0 | 0 | - | 0 |
| met3 | 1670 | 11 | 39 | 6.02 |
| met4 | 384 | 2.6 | 0 | 8.72 |
-- metrics by stage --
step	utilization [%]	instances	instance area [um^2]	hold WS (ns)	worst slack, ns
2_1_floorplan	-	554	4090	3.32	2.08
3_3_place_gp	59.0	684	4610	4.21	0.784
3_5_place_dp	59.0	684	4610	4.17	0.757
4_1_cts	59.0	684	4610	4.17	0.757
5_1_grt	59.0	684	4610	4.24	0.387
6_report	59.0	684	4610	4.19	0.705
-- worst min-delay path: stages --
cell	delay, ns
buf_2	0.10
inv_1	0.21
fa_1	0.24
a32oi_1	0.10
clkdlybuf4s50_1	0.41
Power is estimated from default activity; no workload was simulated.
